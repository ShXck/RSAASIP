==> flow/run.sh <==
#!/bin/bash
# OpenROAD 26Q1-2900-gdf79404cd8, Yosys 0.63+post, stock flow scripts
make -C /OpenROAD-flow-scripts/flow DESIGN_CONFIG=/design/flow/config.mk WORK_HOME=/design/flow/orfs finish
==> flow/constraint.sdc <==
current_design top

set clk_period 1.2
set clk_io_pct 0.2

create_clock -name clk0 -period $clk_period [get_ports {clk}]

set non_clock_inputs [all_inputs -no_clocks]
set_input_delay [expr $clk_period * $clk_io_pct] -clock clk0 $non_clock_inputs
set_output_delay [expr $clk_period * $clk_io_pct] -clock clk0 [all_outputs]
==> flow/design.v <==
module clock_divider_ (input logic clk, output logic dividier_clk = 0);
	always@(posedge clk)	
		begin
			dividier_clk <= ~dividier_clk;
		end
endmodule
module horizontal_counter(input logic clr_25MHz, output logic enable_V_Counter = 0, output logic [15:0] H_Counter_value = 0);
always@(posedge clr_25MHz) 
	begin	 
		if(H_Counter_value < 793) begin
			H_Counter_value <= H_Counter_value + 1;  
			enable_V_Counter <= 0;  
		end
		else begin
			H_Counter_value <= 0;  
			enable_V_Counter <= 1;  
		end
	end
endmodule
module lines(input logic [15:0] H_Counter_Value, V_Counter_Value, output logic printlines);
	assign printlines = (((H_Counter_Value > 10'd340) && (H_Counter_Value < 10'd345)) 
							||  
							((H_Counter_Value > 10'd580) && (H_Counter_Value < 10'd585))) 
							||
						 (((V_Counter_Value > 10'd172) && (V_Counter_Value < 10'd177))
							||
							((V_Counter_Value > 10'd343) && (V_Counter_Value < 10'd348)));
endmodule
module screen(input logic [15:0] H_Counter_Value, V_Counter_Value, output logic [7:0] Red, Green, Blue);
logic printlines;
lines	VGA_lines (H_Counter_Value, V_Counter_Value, printlines);
assign {Red, Green, Blue} = (printlines == 1) ? 24'h000000: 24'hffffff;	 
endmodule
module synq(input logic [15:0] H_Counter_Value, V_Counter_Value,	output logic Hsynq, Vsynq, blank);
	assign Hsynq = (H_Counter_Value < 96) ? 1'b0 : 1'b1;
	assign Vsynq = (V_Counter_Value < 2) ? 1'b0 : 1'b1;
	assign blank = ((H_Counter_Value > 143) && (H_Counter_Value < 778) && (V_Counter_Value > 35) && (V_Counter_Value < 515)) ? 1'b1 : 1'b0;
endmodule
module top(input logic clk , output logic Hsynq, Vsynq, blank, nsync,clk_25M,	output logic [7:0] Red, Green, Blue, output logic [15:0] Hcounter, Vcounter);
logic enable_V_Counter;
logic [15:0] H_Counter_Value;
logic [15:0] V_Counter_Value;
assign nsync = 1;
	clock_divider_ VGA_Clock (clk, clk_25M);
	horizontal_counter VGA_Horiz (clk_25M, enable_V_Counter, H_Counter_Value);
	vertical_counter VGA_Verti (clk_25M, enable_V_Counter, V_Counter_Value);
	synq VGA_Synq (H_Counter_Value, V_Counter_Value, Hsynq, Vsynq, blank); 
	screen VGA_screen (H_Counter_Value, V_Counter_Value, Red, Green, Blue);
endmodule
module vertical_counter(input clr_25MHz,	input logic enable_V_Counter,	output logic [15:0] V_Counter_value = 0);
always@(posedge clr_25MHz) begin
	if(enable_V_Counter == 1)	 
		if(V_Counter_value < 525)
			V_Counter_value <= V_Counter_value + 1;  
		else
			V_Counter_value <= 0;  
	end
endmodule
==> flow/config.mk <==
export PLATFORM = sky130hd
export DESIGN_NAME = top
export DESIGN_NICKNAME = top
export VERILOG_FILES = /design/flow/design.v
export SDC_FILE = /design/flow/constraint.sdc
export NUM_CORES = 4
export LEC_CHECK = 1
export CORE_AREA = 10 10 104 104
export DIE_AREA = 0 0 114 114
==> run_results.csv <==
group,metric,value,unit
logic_synthesis,synth_async_sr_flop_share,0,%
power,p_leak,0.000805,uW
route,ant_nets,0,
global_route,antenna_found_initial,1,
setup_path,crit_family,"buffers and inverters",
timing,fin_crit,1.00,ns
global_route,grt_max_degree,35,
setup_path,critPathLaunchType,"flip-flop",
power,p_per_area,22.4,nW/um^2
route,num_vias,1322,
timing,tns,0,ns
setup_path,crit_path_top_delay_cell,"clkdlybuf4s50_1",
die,ios,62,
logic_synthesis,synth_warnings,35,
hold_path,hp-class,"reg -> reg",
route,met3WireLength,434,um
logic_synthesis,synth.avg_cell_area,9.12,sq um
die,die_h,114,um
logic_synthesis,syn_inst,227,
place,placed_area,2180,sq um
route,routed_wl,3530,um
logic_synthesis,top_cells_by_area,"edfxtp_1 (23%), buf_4 (20%), dfxtp_1 (17%)",
setup_path,critPathKind,"reg -> out",
layout,final_cell_area,2180,sq um
global_route,grt_pass1_wl,5650,um
die,fp-row-count,34,
logic_synthesis,ys_seq_elements,34,
clock_network,ctsHoldBuffers,0,
timing,finalHoldViolCount,0,
die,core_area,8680,sq um
die,fp.dieW,114,um
layout,fillers,929,
place,gp_congestion,0.867,
setup_path,path_buffers,1,
timing,worst_slew_pin_slew,0.692,ns
place,portBuffers,28,
flow_run,maxCapViolCount,0,
layout,logic_area,876,sq um
die,fp_util,23.9,%
timing,unclocked_pins,33,
logic_synthesis,top_cell,"buf_4",
logic_synthesis,topCombFamilyByArea,"buffers and inverters",
timing,fin_skew,0,ns
logic_synthesis,yosysCellCount,227,
setup_path,max_stage_delay,0.46,ns
route,drt_iter0_drc,76,
layout,drive_above_1_share,3.00,%
layout,seqCellArea,841,sq um
logic_synthesis,synthAoiAreaFrac,6.53,%
flow_run,warnings,31,
power,ir_drop,0.0450,mV
timing,rsz0062_at_grt,"false",
logic_synthesis,edf_count,16,
route,n_antenna_cell,0,
timing,setup_viol,0,
place,dp_hpwl,2820,um
route,drt-vias-per-instance,3.88,
clock_network,post_cts_buffers,0,
logic_synthesis,synthMuxAreaShare,0,%
global_route,first_global_vias,1208,
layout,syn_to_final_growth,5.50,%
route,drt-met1-wl,1590,um
logic_synthesis,simple_gate_share,18.2,%
route,drc,0,
setup_path,crit_arrival,0.76,ns
clock_network,cts_resized,0,
logic_synthesis,xor_area_share,6.34,%
route,top_layer_used,"met5",
global_route,grt_remaining_overflow,0,
timing,fmax,1.00,GHz
logic_synthesis,syn_area,2070,sq um
timing,finalClockPeriodUsage,83.3,%
setup_path,cp-end-kind,"output pin",
logic_synthesis,ff_type,"dfxtp_1",
route,wl_met2,1490,um
timing,untimed_endpoints,64,
clock_network,clk_latency,0,ns
route,dr.pass1.iters,4,
logic_synthesis,top_cells_by_count,"buf_4 (56), nor2_1 (33), dfxtp_1 (18)",
timing,maxSlewHeadroom,53.8,%
setup_path,cp_max_fo,2,
global_route,grt_use_total,4.96,%
logic_synthesis,synth_top_area_share,23.2,%
logic_synthesis,yosys.cell_types.count,43,
setup_path,crit_required,0.96,ns
clock_network,clk_pin_slew,0,ns
timing,maxSlewViolCount,0,
run_status,status,"finished clean",
setup_path,path_cells,"clkdlybuf4s50_1",
die,dieArea,13000,sq um
route,wl_per_cell,10.4,um
logic_synthesis,adder_share,3.02,%
logic_synthesis,ys_chip_area,2070,sq um
logic_synthesis,seq_area_frac_synth,40.6,%
power,total_power,48.9,uW
logic_synthesis,top_area_cell,"edfxtp_1",
==> stage by stage <==
stage          hold WS [ns]  setup slack [ns]  instances  utilization [%]
6_report              0.611             0.200        341             25.2
5_1_grt               0.708             0.148        341             25.2
4_1_cts               0.628             0.189        341             25.2
3_5_place_dp          0.628             0.189        341             25.2
3_3_place_gp          0.624             0.188        341             25.2
2_1_floorplan         0.607             0.285        270                -
==> report_power, final <==
| part | leakage [uW] | internal, uW | switching [uW] |
|---|---|---|---|
| combinational | 0.000475 | 0 | 10.1 |
| clock | 0 | 0 | 0 |
| sequential | 0.000330 | 38.8 | 0 |
==> flip-flops by register name, indices dropped and copies added, names as in the netlist <==
signal                      count
VGA_Horiz.enable_V_Counter      1
VGA_Clock.dividier_clk          1
VGA_Horiz.H_Counter_value      16
VGA_Verti.V_Counter_value      16
==> worst paths after layout <==
path,cells past startpoint,slack (ns),to,startpoint
setup / recovery,1,0.20,clk_25M,VGA_Clock.dividier_clk
hold / removal,2,0.61,VGA_Clock.dividier_clk,VGA_Clock.dividier_clk
setup reg to reg,2,0.42,VGA_Clock.dividier_clk,VGA_Clock.dividier_clk
hold reg to reg,2,0.61,VGA_Clock.dividier_clk,VGA_Clock.dividier_clk
==> cell type report <==
class / count / share of cell area (%)
inverters: 10 / 1.72
multi-input cells: 159 / 40.1
flip-flops and latches: 34 / 38.5
well taps: 108 / 6.19
repair buffers: 30 / 13.5
==> cells by family (layout without fill, tap and decap cells) <==
| family | after synthesis | in the layout |
|---|---|---|
| buffers and inverters | 77 | 40 |
| other | 2 | 45 |
| adder cells (fa/ha/maj) | 5 | 5 |
| AND-OR/OR-AND | 18 | 18 |
| XOR/XNOR | 15 | 15 |
| AND/OR/NAND/NOR | 76 | 76 |
| flip-flops | 34 | 34 |
==> placed cells by master, fill, tap and decap left out, types with 2 or more instances in the layout <==
cell / n
nand3_1: 7
clkdlybuf4s50_1: 28
a31oi_1: 2
conb_1: 45
nand2_1: 10
inv_1: 10
buf_4: 2
nor2_1: 33
ha_1: 5
xor2_1: 6
nor3b_1: 3
nand4_1: 5
a21oi_1: 2
nor3_1: 3
dfxtp_1: 18
edfxtp_1: 16
xnor2_1: 9
nor4_1: 4
o21ai_0: 3
nor3_2: 2
==> layer usage <==
| metal | vias up | global-route usage [%] |
|---|---|---|
| li1 | 672 | - |
| met1 | 587 | 6.99 |
| met2 | 59 | 8.01 |
| met3 | 2 | 1.33 |
| met4 | 2 | 0 |
| met5 | - | 0 |
Power is estimated from default activity; no workload was simulated.
