==> config.mk <==
export PLATFORM = sky130hd
export DESIGN_NAME = pc_counter
export DESIGN_NICKNAME = pc_counter
export VERILOG_FILES = /design/flow/design.v
export SDC_FILE = /design/flow/constraint.sdc
export NUM_CORES = 4
export LEC_CHECK = 1
export CORE_AREA = 10 10 70 70
export DIE_AREA = 0 0 80 80
==> constraint.sdc <==
current_design pc_counter

set clk_period 1.0
set clk_io_pct 0.2

create_clock -name clk0 -period $clk_period [get_ports {clk}]

set non_clock_inputs [all_inputs -no_clocks]
set_input_delay [expr $clk_period * $clk_io_pct] -clock clk0 $non_clock_inputs
set_output_delay [expr $clk_period * $clk_io_pct] -clock clk0 [all_outputs]
==> design.v <==
module pc_counter (clk, clk_out);
	input logic clk;
	output logic clk_out;
	logic[2:0] count = 2'd0; 
	always @(posedge clk)
		begin
			count <= count + 3'd1;
			if(count == 3'd5) begin
				clk_out <= 3'd1;
				count <= 3'd0;
			end
			else begin
				count <= count + 3'd1;
				clk_out = 3'd0;
			end
		end
endmodule
==> run.sh <==
#!/bin/bash
# OpenROAD 26Q1-2900-gdf79404cd8, Yosys 0.63+post, stock flow scripts
make -C /OpenROAD-flow-scripts/flow DESIGN_CONFIG=/design/flow/config.mk WORK_HOME=/design/flow/orfs finish
==> results.sh <==
# source this file to load flow results
export IMPL_finalWirelength_um=245
export IMPL_fp_utilization=0.0429
export IMPL_die_y_um=80
export IMPL_synth_edff_count=0
export IMPL_common_cells="4 x dfxtp_1, 2 x ha_1, 2 x nor2_2"
export IMPL_slew_headroom=0.932
export IMPL_finalSetupViolations=0
export IMPL_hold_buffers=0
export IMPL_gp_congestion=0.561
export IMPL_chipArea_um2=6400
export IMPL_areaGrowthSynthToFinish_pct=60.7
export IMPL_cp_arrival_ns=0.75
export IMPL_p_per_area_nw_per_um2=1520
export IMPL_drc_errors=0
export IMPL_netlist_area_leader_share=0.547
export IMPL_yosysMostFrequentCell="dfxtp_1"
export IMPL_grt_pass1_vias=110
export IMPL_via_per_inst=1.40
export IMPL_hp_class="flop to flop"
export IMPL_crit_path_max_fanout=1
export IMPL_route_vias_total=87
export IMPL_setup_tns_ns=0
export IMPL_syn_inst=12
export IMPL_cp_top_family="flip-flops"
export IMPL_wire_per_inst_um=3.95
export IMPL_ir_drop_mv=0.218
export IMPL_p_leak_nw=0.0860
export IMPL_synth_stat_cells=12
export IMPL_root_buffer="clkbuf_4"
export IMPL_max_freq_ghz=1.06
export IMPL_flop_cell="dfxtp_1"
export IMPL_tool_warnings=26
export IMPL_hold_viol=0
export IMPL_grt_max_degree=4
export IMPL_largest_area_cell="dfxtp_1"
export IMPL_power_uw=357
export IMPL_ys_types=7
export IMPL_worst_clock_skew_ns=0.00482
export IMPL_diodes=0
export IMPL_antenna_found_initial=0
export IMPL_startpoint_type="flop"
export IMPL_critPathKind="flop to output pin"
export IMPL_grt_overflow=0
export IMPL_crit_required_ns=0.80
export IMPL_max_stage_delay_ns=0.29
export IMPL_cp_buffers_inverters=1
export IMPL_cts_htree_levels=1
export IMPL_port_buffers=1
export IMPL_place_hpwl_um=180
export IMPL_maxCapViolCount=0
export IMPL_clk_pin_slew_worst_paths_ns=0.04
export IMPL_status="complete, no violations"
export IMPL_synthTopCellsByArea="dfxtp_1 55%, ha_1 17%, nor2_2 8.5%"
export IMPL_grt_usage=0.0102
export IMPL_die_w_um=80
export IMPL_period_used=0.946
export IMPL_cts_max_path_buffers=2
export IMPL_initialDrtViolationCount=4
export IMPL_grt_pass1_wl_um=434
export IMPL_insertion_delay_ns=0.23
export IMPL_layout_drive_gt1_share=0.375
export IMPL_syn_area_um2=146
export IMPL_cts_tree="built"
export IMPL_avgSynthCellArea_um2=12.2
export IMPL_rsz0062_at_grt="no"
export IMPL_io_pins=2
export IMPL_cts_sinks=4
export IMPL_slew_viol_final=0
export IMPL_ys_area_um2=146
export IMPL_ys_async_sr_fraction=0
export IMPL_tightest_slew_ns=0.0992
export IMPL_dr_pass1_iters=2
export IMPL_ant_nets=0
export IMPL_synth_seq_share=0.547
export IMPL_cp_cell_sequence="dlygate4sd2_1"
export IMPL_design_core_area_um2=3420
export IMPL_ys_seq_elements=4
export IMPL_numCtsBuffers=3
export IMPL_endpoint_kind="output pin"
export IMPL_placementRows=21
export IMPL_critPathSlowestCell="dfxtp_1"
export IMPL_period_needed_ns=0.946
export IMPL_yosysWarnings=1
-- cell usage in the layout (no fill, tap or decap) --
master and instances:
inv_1 1, mux2i_1 1, ha_1 2, and2_4 1
clkbuf_4 3, nor2_2 2, nand2b_1 1, dfxtp_1 4
dlygate4sd2_1 1
-- final timing paths --
check | slack, ns | from | end | depth (start not counted)
setup reg to reg | 0.13 | count[1] | count[2] | 4
setup / recovery | 0.05 | clk_out | clk_out | 1
hold / removal | 0.46 | count[0] | count[0] | 1
hold reg to reg | 0.46 | count[0] | count[0] | 1
-- final cells by class --
cell class	count	area [µm²]
Inverter	1	3.75
Multi-Input combinational cell	7	62.6
Clock buffer	3	22.5
Sequential cell	4	80.1
Tap cell	46	57.6
Fill cell	407	3180
Timing Repair Buffer	1	8.76
-- layer usage --
layer	GRT usage	vias to the layer above	wire (µm)
li1	-	45	-
met1	0.00734	37	84
met2	0.00963	5	76
met3	0.0216	0	84
met4	0.00352	0	0
met5	0	-	0
-- flip-flops by register name (all words and copies together), names as in the netlist --
register,cells
count,3
clk_out,1
-- where the power goes --
| group | total (mW) | internal, mW | switching (mW) |
|---|---|---|---|
| clock network | 0.196 | 0.134 | 0.0625 |
| logic | 0.0000000400 | 0 | 0 |
| registers | 0.161 | 0.161 | 0 |
-- cell families (layout without fill, tap and decap cells) --
group / after synthesis / after routing / share of synthesized area
simple gates: 4 / 4 / 0.188
mux: 1 / 1 / 0.0684
flops: 4 / 4 / 0.547
fa+ha+maj: 2 / 2 / 0.171
buf+inv: 1 / 5 / 0.0256
-- what timing repair did --
action / CTS / global route
resized: 1 / 0
setup buffers: 0 / 0
endpoints found under the setup margin: 1 / 0
-- stage by stage --
stage	instances	setup slack, ns	instance area (µm²)	hold WS [ns]	util
final	62	0.0540	235	0.456	0.0689
after global routing	62	0.0167	235	0.482	0.0689
after CTS	62	0.0372	235	0.456	0.0689
after detailed placement	59	0.0532	214	0.447	0.0626
after global placement	59	0.0499	214	0.440	0.0626
after floorplan	12	0.190	146	0.431	-
No activity file was given, so power comes from the tool's default toggle rates.
